===== flow/run.sh =====
#!/bin/bash
# OpenROAD 26Q1-2900-gdf79404cd8, Yosys 0.63+post, stock flow scripts
make -C /OpenROAD-flow-scripts/flow DESIGN_CONFIG=/design/flow/config.mk WORK_HOME=/design/flow/orfs finish

===== flow/config.mk =====
export PLATFORM = sky130hd
export DESIGN_NAME = PCinc
export DESIGN_NICKNAME = PCinc
export VERILOG_FILES = /design/flow/design.v
export SDC_FILE = /design/flow/constraint.sdc
export NUM_CORES = 4
export LEC_CHECK = 1
export CORE_AREA = 10 10 70 70
export DIE_AREA = 0 0 80 80

===== flow/constraint.sdc =====
current_design PCinc

set clk_period 7.8
set clk_io_pct 0.2

create_clock -name clk0 -period $clk_period

set non_clock_inputs [all_inputs -no_clocks]
set_input_delay [expr $clk_period * $clk_io_pct] -clock clk0 $non_clock_inputs
set_output_delay [expr $clk_period * $clk_io_pct] -clock clk0 [all_outputs]

===== flow/design.v =====
module PCinc(
	input clock,
	input [31:0] O_addr,
	output [31:0] N_addr
);
assign N_addr = O_addr + 1;
endmodule

==> results.ini <==
[finish]
flop_area_um2 = 0
drive_gt1_share_pct = 5.128
design.seq.count = 0
area_growth_pct = 98.72
final_area_um2 = 1360
logic_area_um2 = 646.9
finish.utilization_pct = 39.82
final-instance-count-excl-fill = 202
fill_cells = 340
clkbuf_count = 0

[final_timing]
period_used_pct = 68.86
fmax_mhz = 186.2
relSlewSlack_pct = 66.77
fin_crit_ps = 5371
setup_violations = 0
hold_ws_ps = 4056
hold_viol_final = 0
tightest_slew_ps = 497.0
rsz0062_at_grt = no
slew_violations = 0
setup_tns_ps = 0

[clocking]
cts_setup_buffers = 0
ctsResizeCount = 0
cts.hold.buffers_added = 0

[min_path]
hold_end = N_addr[31]
min-delay-start = O_addr[31]
hp-class = input pin to primary output
hold_depth = 3

[synthesis]
seq_area_frac_synth_pct = 0
ys_cells = 96
synth_warnings = 0
yosysMostFrequentCell = xor2_1
synth_cell_types = 20
syn_inst = 96
yosys_area_um2 = 684.4
top_cells_by_count = xor2_1, xnor2_1, nand3_1
avgSynthCellArea_um2 = 7.129
synth.cell_area_um2 = 684.4
yosysTopAreaCellShare_pct = 24.31
yosys.area.top_type = xor2_1
top_cells_by_area = xor2_1, xnor2_1, nand3_1, nor4_2, and4_1

[detailed_routing]
drtPass1Iterations = 4
routedWlPerCell_um = 12.96
num_vias = 855
antennaDiodeCount = 0
drc_errors = 0
wl_um = 2618
ant_nets = 0
via_per_inst = 4.233
drtIter0Drc = 19

[setup_path]
cp-start-kind = input pin
required_ps = 6240
end_kind = primary output
path_max_fanout = 8
critPathArrivalTime_ps = 3810
path_class = input pin to primary output

[floorplan]
die_w_um = 80
chip_area_um2 = 6400
die_h_um = 80
initCoreUtil_pct = 20.04
num_rows = 21
pin_count = 65
coreArea_um2 = 3416

[place]
placed_cells = 202
placed_area_um2 = 1360
port_buffers = 64
hpwlAfterDp_um = 2294
gp_congestion = 0.7684

[global_route]
grt_max_degree = 12
grt_pass1_vias = 927
grt_overflow = 0
grt_use_total_pct = 8.081
grt_pass1_wl_um = 4381
antenna_found_initial = 0

[job]
tool_warnings = 33
maxCapViolations = 0

[power_and_ir_drop]
leakagePower_nw = 0.4764
p_per_area_nw_per_um2 = 38.02
max-vdd-ir-drop_v = 0.00001966

[status]
status = completed

[power by group]
part	total (mW)	internal (mW)	switching, mW	leakage, nW
clock	0	0	0	0
combinational	0.0517	0.0358	0.0159	0.476
sequential	0	0	0	0
total	0.0517	0.0358	0.0159	0.476
[worst max-delay path by stage]
stage / startpoint / end / slack [ps]
finish: O_addr[0] / N_addr[20] / 2430
global route: O_addr[0] / N_addr[20] / 2150
CTS: O_addr[0] / N_addr[20] / 2410
[layout make-up]
cell class / count / share of cell area [%]
multi-input cells: 88 / 47.56
repair buffers: 64 / 47.10
well taps: 46 / 4.232
inverters: 4 / 1.104
[per-layer routing]
| metal | vias to the layer above | GRT usage (%) | wire, um |
|---|---|---|---|
| met1 | 359 | 9.954 | 1081 |
| li1 | 470 | - | - |
| met4 | 0 | 0 | 0 |
| met3 | 0 | 2.841 | 248 |
| met5 | - | 0 | 0 |
| met2 | 26 | 13.96 | 1287 |
[cells by family after synthesis]
family,share of synthesized area (%)
simple gates,54.30
buf+inv,5.484
xor+xnor,38.39
fa+ha+maj,1.828
[critical path, cell delays in order]
cell and delay, ps:
clkdlybuf4s50_1 540, ha_1 250, and3_1 290, nand3_2 200, nor4_1 300, xor2_1 180, clkdlybuf4s50_1 480
[placed cells by master, fill, tap and decap left out]
cell and count:
and4_1 5, nor3_1 4, clkdlybuf4s50_1 64, ha_1 1
nand3_1 10, nand2_1 9, nand2_2 1, nor3b_1 1
xor2_1 19, nand3_2 1, inv_1 4, nor4_2 4
xnor2_1 11, nand4_1 4, nor2b_1 1, nor4_1 6
and3_1 5, nand3_4 2, nor2_1 4
[through the flow]
step	setup WS (ps)	power, mW
3_5_place_dp	2419	0.05247
6_report	2429	0.05172
4_1_cts	2414	0.05286
3_3_place_gp	2400	0.05244
2_1_floorplan	3744	0.01045
5_1_grt	2150	0.05652
Power and IR drop assume default switching activity.
