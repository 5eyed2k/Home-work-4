==> ./design.v <==
module ALU(
	input [31:0] src1,
	input [31:0] src2,
	output reg [31:0] Rd_out,
	input [7:0] ctrl_cmd,
	output reg [3:0] new_flags,
	input [3:0] current_flags	 
);
logic [31:0] A[4], B[4], S[4];
logic cout[4];
logic fin_carry;
logic [3:0] flags_to_set_flags = 0;  
logic add_sub = 0;
MyAdder MyAdder_inst0(A[0], B[0], S[0], cout[0]);
MyAdder MyAdder_inst1(A[1], B[1], S[1], cout[1]);
MyAdder MyAdder_inst2(A[2], B[2], S[2], cout[2]);
MyAdder MyAdder_inst3(A[3], B[3], S[3], cout[3]);
always @(ctrl_cmd) begin
	case(ctrl_cmd[7:6])
		2'b00: begin
					case(ctrl_cmd[4:1])
						4'b0000: begin Rd_out <= src1 & src2; flags_to_set_flags <= 4'b1110; end
						4'b0001: begin Rd_out <= src1 ^ src2; flags_to_set_flags <= 4'b1110; end
						4'b0010: begin A[1] <= ~src2; B[1] <= 1; A[0] <= src1; B[0] <= S[1]; Rd_out <= S[0]; fin_carry <= cout[0]; flags_to_set_flags <= 4'b1111; add_sub <= 0; end
						4'b0011: begin A[1] <= ~src1; B[1] <= 1; A[0] <= src2; B[0] <= S[1]; Rd_out <= S[0]; fin_carry <= cout[0]; flags_to_set_flags <= 4'b1111; add_sub <= 0; end
						4'b0100: begin A[0] <= src1; B[0] <= src2; Rd_out <= S[0]; fin_carry <= cout[0]; flags_to_set_flags <= 4'b1111; add_sub <= 1; end
						4'b0101: begin A[0] <= src1; B[0] <= src2; A[1] <= S[0]; B[1] <= {28'h0000000, 3'b000, current_flags[1]}; Rd_out <= S[1]; fin_carry <= cout[1]; flags_to_set_flags <= 4'b1111; add_sub <= 1; end
						4'b0110: begin A[0] <= ~src2; B[0] <= 1; A[1] <= 1; B[1] <= {28'h0000000, 3'b000, current_flags[1]}; A[2] <= S[0]; B[2] <= S[1]; A[3] <= src1; B[3] <= S[2]; Rd_out <= S[3]; fin_carry <= cout[3]; flags_to_set_flags <= 4'b1111; add_sub <= 0; end
						4'b0111: begin A[0] <= ~src1; B[0] <= 1; A[1] <= 1; B[1] <= {28'h0000000, 3'b000, current_flags[1]}; A[2] <= S[0]; B[2] <= S[1]; A[3] <= src2; B[3] <= S[2]; Rd_out <= S[3]; fin_carry <= cout[3]; flags_to_set_flags <= 4'b1111; add_sub <= 0; end
						4'b1000: begin Rd_out <= src1 & src2; flags_to_set_flags <= 4'b1110; end
						4'b1001: begin Rd_out <= src1 ^ src2; flags_to_set_flags <= 4'b1110; end
						4'b1010: begin A[1] <= ~src2; B[1] <= 1; A[0] <= src1; B[0] <= S[1]; Rd_out <= S[0]; fin_carry <= cout[0]; flags_to_set_flags <= 4'b1111; add_sub <= 0; end
						4'b1011: begin A[0] <= src1; B[0] <= src2; Rd_out <= S[0]; fin_carry <= cout[0]; flags_to_set_flags <= 4'b1111; add_sub <= 1; end
						4'b1100: begin Rd_out <= src1 | src2; flags_to_set_flags <= 4'b1110; end
						4'b1101: begin Rd_out <= src2; flags_to_set_flags <= 4'b1110; end
						4'b1110: begin Rd_out <= src1 & ~src2; flags_to_set_flags <= 4'b1110; end
						4'b1111: begin Rd_out <= ~src1; flags_to_set_flags <= 4'b1110; end
						default: Rd_out <= 0;
					endcase
				 end
		2'b01: begin
					case(ctrl_cmd[2])
						1'b0: begin A[0] <= src1; B[0] <= src2; Rd_out <= S[0]; fin_carry <= cout[0]; flags_to_set_flags <= 4'b0000; end
						default: Rd_out <= 0;
					endcase
				 end
		2'b10: begin A[0] <= src1; B[0] <= src2; Rd_out <= S[0]; fin_carry <= cout[0]; flags_to_set_flags <= 4'b0000; end
		2'b11: begin
					case(ctrl_cmd[3:1])
						3'b000: begin Rd_out <= src1 * src2; flags_to_set_flags <= 4'b1100; end  
						default: Rd_out <= 0;
					endcase
				 end
		default: Rd_out <= 0;
	endcase
end
always_comb begin
	if (Rd_out == 0 && flags_to_set_flags[2] == 1) new_flags[2] <= 1;
	else new_flags[2] <= 0;
	if (Rd_out[31] == 1 && flags_to_set_flags[3] == 1) new_flags[3] <= 1;
	else new_flags[3] <= 0;
	if (fin_carry == 1 && flags_to_set_flags[1] == 1) new_flags[1] <= 1;
	else new_flags[1] <= 0;
	if (flags_to_set_flags[0] == 1 && (src1[31]^Rd_out[31]) && ~(src1[31]^src2[31]^add_sub)) new_flags[0] <= 1;
	else new_flags[0] <= 0;
end
endmodule
module MyAdder
#(
    parameter bitwidth = 32
)(
    input [bitwidth-1:0] A, B,
    output [bitwidth-1:0] S,
    output Cout
);
  wire [15:0] Adder_S0;
  wire [15:0] Adder_S1;
  wire Cout_middle, C0, C1;
  CLA_16bit CLA_16_inst(A[15:0], B[15:0], 0, S[15:0], Cout_middle);
  CLA_16bit CLA_16_inst0(A[31:16], B[31:16], 0, Adder_S0, C0);
  CLA_16bit CLA_16_inst1(A[31:16], B[31:16], 1, Adder_S1, C1);
  mux2_16 mux2_16_inst(Adder_S1, Adder_S0, Cout_middle, S[31:16]);
  mux2    mux2_inst   (C1, C0, Cout_middle, Cout);
endmodule
module HA(
    input a,b,
    output s, cout
);
    assign s=a^b;
    assign cout=a&b;
endmodule
module FA (
    input a,b,cin,
    output s,cout
    );
    wire xor1;
    assign xor1 = a^b;
    assign s = xor1^cin;
    assign cout = xor1&cin | a&b;
endmodule
module CLA_4bit(
  input [3:0] A, B,
  input Cin,
  output [3:0] S,
  output Cout
);
  wire [4:0] C;
  wire [3:0] G;
  wire [3:0] P;
  wire [3:0] S_out, FA_cout;
  assign C[0] = Cin;
  genvar i;
  generate
    for(i = 0; i < 4; i = i+1) begin :name
      HA HA_instant(A[i], B[i], P[i], G[i]);
      assign C[i+1] = G[i] | C[i]&P[i];
      FA FA_instant(A[i], B[i], C[i], S_out[i], FA_cout[i]);
    end
  endgenerate
  assign S = S_out;
  assign Cout = C[4];
endmodule
module CLA_16bit(
  input [15:0] A, B,
  input Cin,
  output [15:0] S,
  output Cout
);
  wire [3:0] C;
  CLA_4bit CLA_4_inst0(A[3:0],   B[3:0],   Cin,  S[3:0],   C[0]);
  CLA_4bit CLA_4_inst1(A[7:4],   B[7:4],   C[0], S[7:4],   C[1]);
  CLA_4bit CLA_4_inst2(A[11:8],  B[11:8],  C[1], S[11:8],  C[2]);
  CLA_4bit CLA_4_inst3(A[15:12], B[15:12], C[2], S[15:12], C[3]);
  assign Cout = C[3];
endmodule
module mux2(
  input A, B,
  input s,
  output Y
);
  assign Y = s ? A : B;  
endmodule
module mux2_16(
  input [15:0] A, B,
  input s,
  output [15:0] Y
);
  assign Y = s ? A : B;  
endmodule
==> ./run.sh <==
#!/bin/bash
# OpenROAD 26Q1-2900-gdf79404cd8, Yosys 0.63+post, stock flow scripts
make -C /OpenROAD-flow-scripts/flow DESIGN_CONFIG=/design/flow/config.mk WORK_HOME=/design/flow/orfs finish
==> ./constraint.sdc <==
current_design ALU

set clk_period 25.8
set clk_io_pct 0.2

create_clock -name clk0 -period $clk_period

set non_clock_inputs [all_inputs -no_clocks]
set_input_delay [expr $clk_period * $clk_io_pct] -clock clk0 $non_clock_inputs
set_output_delay [expr $clk_period * $clk_io_pct] -clock clk0 [all_outputs]
==> ./config.mk <==
export PLATFORM = sky130hd
export DESIGN_NAME = ALU
export DESIGN_NICKNAME = ALU
export VERILOG_FILES = /design/flow/design.v
export SDC_FILE = /design/flow/constraint.sdc
export NUM_CORES = 4
export LEC_CHECK = 1
export CORE_UTILIZATION = 50
==> Changelog: implementation <==
## Flow update

- Status: complete, no violations
- Internal: 2.506 mW
- Share of cells above drive strength 1: 4.197%
- Yosys Warn Count: 42
- Setup CP Type: in -> out
- Number of unconstrained endpoints: 231
- Die X: 239.2 µm
- Wire length per cell: 26.44 µm
- First-pass GRT wire length: 164600 µm
- Register pins left without a clock: 230
- Pre-CTS setup slack: 6.293 ns
- Chip Area: 0.05723 mm²
- Tool warning count: 59
- Min-delay worst type: in -> out
- Detail Placement HPWL: 79630 µm
- Post-synthesis cell count: 3421
- GP Congestion: 1.052
- Die H: 239.2 µm
- Yosys stat area: 0.02814 mm²
- Max Clock Freq: 50.34 MHz
- Syn_area_per_cell: 8.226 µm²
- Synth-to-Final Area Change: 6.483%
- Setup TNS: 0 ns
- Vias in the first global route: 25230
- Top FF cell, synth: dlxtn_1
- Setup crit start kind: input port
- Most numerous logic cells after layout: inv_1 (686), nand2_1 (607), fa_1 (497), dlxtn_1 (230), ha_1 (214)
- Post-CTS Hold Buffers: 0
- Resize count post-CTS: 0
- Post-synth EDFFs: 0
- Worst EP arrival: 14.70 ns
- Via count: 24370
- Final setup margin: 5.935 ns
- Ys async rst share: 0%
- Normalized max-slew margin: 25.57%
- Synth flops: 230
- Post-Route WL: 109900 µm
- Vias/cell: 5.863
- Routed Antenna Nets: 0
- Largest net degree at the start of global routing: 71
- Cell area after synthesis: 0.02814 mm²
- Leakage Power: 15.06 nW
- Initial DRC count: 1842
- MaxCap Viol Count: 0
- Worst Max-Slew Pin Slew: 1.106 ns
- Post-CTS Setup Bufs: 0
- Num rows: 86
- Final min period: 19.86 ns
- VDD IR-drop max: 1.221 mV
- Floorplan Utilization: 50.88%
- Commonest Layout Cell: inv_1
- Fin. Hold Viols: 0
- Unrepaired setup endpoints after global routing: no
- Overflow after GRT: 0
- Worst-path fanout max: 27
- Pwr dens: 210.1 mW/mm²
- # fillers: 5078
- Cells in synth_stat.txt: 3421
- Critical Path RT: 20.64 ns
- FF/Latch Area: 0.003453 mm²
- DRC violations left: 0
- # setup viols final: 0
- Fraction of the cycle the final worst path needs: 77.00%
- Setup crit end kind: primary output
- Switch Pwr: 3.790 mW
- First-pass detailed-route iteration total: 6
- I/O Pins: 112
- Core area: 0.05531 mm²
- GRT Total Usage: 42.92%
- Logic area: 0.02120 mm²
- Max Slew Vio Count: 0
- Net Sw Frac: 60.20%
- Port Buffers: 107
- Initial antenna violation count: 4
- Post-synthesis cell type count: 97
-- metrics by stage --
| step | std cells | utilization, % | total power, mW | cell area, µm² | hold slack, ns |
|---|---|---|---|---|---|
| 2_1_floorplan | 3421 | - | 4.475 | 28140 | 10.48 |
| 3_3_place_gp | 4155 | 54.17 | 6.159 | 29960 | 11.38 |
| 3_5_place_dp | 4155 | 54.17 | 6.195 | 29960 | 11.39 |
| 4_1_cts | 4155 | 54.17 | 6.248 | 29960 | 11.39 |
| 5_1_grt | 4155 | 54.17 | 7.011 | 29960 | 11.45 |
| 6_report | 4157 | 54.18 | 6.296 | 29960 | 11.41 |
-- power groups by stage --
stage | Clock, mW | Sequential (mW) | Combinational (mW)
4_1_cts | 0 | 0.0876 | 6.16
5_1_grt | 0 | 0.0930 | 6.92
-- sequential cells by signal, summed over array words and instances, names as in the netlist --
signal,flops
B,97
fin_carry,1
add_sub,1
flags_to_set_flags,3
A,128
-- worst max-delay path, stage by stage --
cell	delay, ns
clkdlybuf4s50_1	0.46
buf_4	0.46
clkinv_1	0.82
nor2_1	0.39
fa_1	0.26
fa_1	0.44
fa_1	0.51
inv_1	0.05
fa_1	0.47
inv_1	0.04
ha_1	0.26
ha_1	0.27
inv_1	0.04
fa_1	0.45
fa_1	0.50
inv_1	0.04
ha_1	0.32
and3_1	0.16
a221o_1	0.37
a21oi_2	0.23
o221ai_1	0.34
xnor2_1	0.34
a32o_1	0.34
nand4b_1	0.22
nor4_1	0.86
nand3_1	0.20
nor3_2	0.17
clkdlybuf4s50_1	0.49
-- synthesized netlist by cell type (8+ instances only) --
master	n	area, µm²
o22ai_1	10	62.56
nor2_1	201	754.5
mux2i_1	17	170.2
nor2b_1	10	62.56
a31oi_1	15	93.84
xor2_1	22	192.7
a221o_1	10	100.1
or3_1	8	50.05
mux2_2	9	101.4
clkbuf_1	144	540.5
a22o_1	27	236.5
buf_1	34	127.6
a22oi_1	13	97.59
a21oi_1	69	345.3
fa_1	497	9950
nand2_1	608	2282
dlxtn_1	230	3450
inv_1	686	2575
o211ai_1	10	75.07
a21o_1	8	60.06
nor3_1	19	95.09
o21bai_1	8	60.06
o221ai_1	65	569.3
o21ai_0	161	805.8
nand3_1	20	100.1
a221oi_1	21	183.9
nand2b_1	13	81.33
buf_2	21	105.1
clkinv_1	14	52.55
a211oi_1	10	75.07
ha_1	215	2690
xnor2_1	63	551.8
-- layer usage --
| metal | GRT usage, % | up-vias | wire length (µm) |
|---|---|---|---|
| li1 | - | 10620 | - |
| met1 | 56.94 | 11890 | 39380 |
| met2 | 61.10 | 1528 | 47510 |
| met3 | 21.00 | 320 | 16170 |
| met4 | 19.46 | 8 | 6751 |
| met5 | 1.385 | - | 129 |
-- layout make-up --
type / count / share of cell area (%)
Timing Repair Buffer: 198 / 5.804
Antenna cell: 2 / 0.01670
Multi-Input combinational cell: 2278 / 70.75
Inverter: 701 / 8.782
Sequential cell: 230 / 11.52
Tap cell: 748 / 3.123
-- kinds of logic (layout without fill, tap and decap cells) --
group | Yosys count | in the layout | synth area share, %
xor gates and xnor gates | 87 | 87 | 2.783
other | 0 | 2 | 0
buffers and inverters | 913 | 899 | 12.57
and+or+nand+nor | 932 | 932 | 13.58
latches | 230 | 230 | 12.26
muxes | 28 | 28 | 1.098
AOI/OAI and AO/OA | 519 | 519 | 12.78
adders and majority gates | 712 | 712 | 44.92
-- path summary, 6_finish.rpt --
check / start / end / slack, ns / cells past startpoint
setup / recovery: src1[5] / new_flags[2] / 5.94 / 28
hold / removal: ctrl_cmd[3] / Rd_out[10] / 11.41 / 5
Power and IR drop assume default switching activity.
